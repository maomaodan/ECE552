`/design/flow/run.sh`:
```
#!/bin/bash
# OpenROAD 26Q1-2900-gdf79404cd8, Yosys 0.63+post, stock flow scripts
make -C /OpenROAD-flow-scripts/flow DESIGN_CONFIG=/design/flow/config.mk WORK_HOME=/design/flow/orfs finish
```
`/design/flow/config.mk`:
```
export PLATFORM = sky130hd
export DESIGN_NAME = pc
export DESIGN_NICKNAME = pc
export VERILOG_FILES = /design/flow/design.v
export SDC_FILE = /design/flow/constraint.sdc
export NUM_CORES = 4
export LEC_CHECK = 1
export CORE_UTILIZATION = 50
```
`/design/flow/constraint.sdc`:
```
current_design pc

set clk_period 4.8
set clk_io_pct 0.2

create_clock -name clk0 -period $clk_period [get_ports {clk}]

set non_clock_inputs [all_inputs -no_clocks]
set_input_delay [expr $clk_period * $clk_io_pct] -clock clk0 $non_clock_inputs
set_output_delay [expr $clk_period * $clk_io_pct] -clock clk0 [all_outputs]
```
`/design/flow/design.v`:
```
module dff (q, d, clk, rst);
    output         q;
    input          d;
    input          clk;
    input          rst;
    reg            state;
    assign #(1) q = state;
    always @(posedge clk) begin
      state = rst? 0 : d;
    end
endmodule
module CLA16(A,B,Cin,Cout,S);
input [15:0]A,B;
input Cin;
output Cout;
output[15:0]S;
wire c30,c74,c118,c1512;
wire p30,p74,p118,p1512;
wire g30,g74,g118,g1512;
wire g70,p70,g158,p158;
wire p150,g150;
CLA4 A3_0 (.A(A[3:0]),.B(B[3:0]),.Cin(Cin),.Cout(),.P(p30),.G(g30),.S(S[3:0]));
CLA4 A7_4 (.A(A[7:4]),.B(B[7:4]),.Cin(c30),.Cout(),.P(p74),.G(g74),.S(S[7:4]));
CLA4 A11_8 (.A(A[11:8]),.B(B[11:8]),.Cin(c74),.Cout(),.P(p118),.G(g118),.S(S[11:8]));
CLA4 A15_12 (.A(A[15:12]),.B(B[15:12]),.Cin(c118),.Cout(),.P(p1512),.G(g1512),.S(S[15:12]));
assign g70 = g74|(p74&g30);
assign p70 = p30&p74;
assign g158 = g1512|(p1512&g118);
assign p158 = p118&p1512;
assign g150 = g158|(p158&g70);
assign p150 = p70&p158;
assign c30 = g30|(Cin&p30);
assign c74 = g70|(Cin&p70);
assign c118 = g118|(g74&p118)|(g30&p74&p118)|(Cin&p70&p118);
assign Cout = g1512|(g118&p1512)|(g74&p158)|(g30&p74&p158)|(Cin&p150);
endmodule
module CLA4(A,B,Cin,Cout,P,G,S);
input [3:0]A,B;
input Cin;
output Cout, P,G;
output [3:0]S;
wire p0,p1,p2,p3;
wire g0,g1,g2,g3;
wire c1,c2,c3;
pfa bit0 (.A(A[0]),.B(B[0]),.Cin(Cin),.S(S[0]),.P(p0),.G(g0));
pfa bit1 (.A(A[1]),.B(B[1]),.Cin(c1),.S(S[1]),.P(p1),.G(g1));
pfa bit2 (.A(A[2]),.B(B[2]),.Cin(c2),.S(S[2]),.P(p2),.G(g2));
pfa bit3 (.A(A[3]),.B(B[3]),.Cin(c3),.S(S[3]),.P(p3),.G(g3));
assign P = p0&p1&p2&p3;
assign G = g3|(g2&p3)|(g1&p2&p3)|(g0&p1&p2&p3);
assign c1 = g0|(Cin&p0);
assign c2 = g1|(g0&p1)|(Cin&p0&p1);
assign c3 = g2|(g1&p2)|(g0&p1&p2)|(Cin&p0&p1&p2);
assign Cout = G |(Cin&P);
endmodule
module pfa(A,B,Cin,S,P,G);
input A,B,Cin;
output S,P,G;
assign P = A^B;
assign S = P^Cin;
assign G = A&B;
endmodule
module reg16(read,write,wr_en,rst,clk);
input [15:0]write;
input wr_en,rst,clk;
output [15:0] read;
wire [15:0]d_in;
assign d_in = (wr_en)? write:read;
dff d0 (.q(read[0]),.d(d_in[0]),.clk(clk),.rst(rst));
dff d1 (.q(read[1]),.d(d_in[1]),.clk(clk),.rst(rst));
dff d2 (.q(read[2]),.d(d_in[2]),.clk(clk),.rst(rst));
dff d3 (.q(read[3]),.d(d_in[3]),.clk(clk),.rst(rst));
dff d4 (.q(read[4]),.d(d_in[4]),.clk(clk),.rst(rst));
dff d5 (.q(read[5]),.d(d_in[5]),.clk(clk),.rst(rst));
dff d6 (.q(read[6]),.d(d_in[6]),.clk(clk),.rst(rst));
dff d7 (.q(read[7]),.d(d_in[7]),.clk(clk),.rst(rst));
dff d8 (.q(read[8]),.d(d_in[8]),.clk(clk),.rst(rst));
dff d9 (.q(read[9]),.d(d_in[9]),.clk(clk),.rst(rst));
dff d10 (.q(read[10]),.d(d_in[10]),.clk(clk),.rst(rst));
dff d11 (.q(read[11]),.d(d_in[11]),.clk(clk),.rst(rst));
dff d12 (.q(read[12]),.d(d_in[12]),.clk(clk),.rst(rst));
dff d13 (.q(read[13]),.d(d_in[13]),.clk(clk),.rst(rst));
dff d14 (.q(read[14]),.d(d_in[14]),.clk(clk),.rst(rst));
dff d15 (.q(read[15]),.d(d_in[15]),.clk(clk),.rst(rst));
endmodule
module pc(en,clk,rst,jump,inst,addr,branch,rs,pc_nx,ID_inst,br_ctl);
input en, clk, rst, jump,branch;
input[15:0] inst,ID_inst;
input [15:0] rs;
output [15:0] addr;
output [15:0] pc_nx;
output br_ctl;
wire Z,N,P;
wire [15:0] pc_wb, nxt_pc;
wire br_ctl;
wire [15:0] br_imm, br_out,br_pre;
wire [15:0] jmp_d, jmp_i, jmp_out;
wire [15:0] prev_pc;
wire [15:0] inc;
reg16 pc_dff(.read(addr),.write(pc_wb),.wr_en(en),.rst(rst),.clk(clk));
CLA16 pc_incr(.A(addr),.B(16'h0002),.Cin(1'b0),.Cout(),.S(nxt_pc));
CLA16 br_add(.A(addr),.B(br_imm),.Cin(1'b0),.Cout(),.S(br_pre));
  assign or0 = rs[0]|rs[1]|rs[2]|rs[3];
  assign or1 = rs[4]|rs[5]|rs[6]|rs[7];
  assign or2 = rs[8]|rs[9]|rs[10]|rs[11];
  assign or3 = rs[12]|rs[13]|rs[14]|rs[15];
  assign Z = ~(or0|or1|or2|or3);
  assign N = rs[15];
  assign P = ~(Z^N); 
assign br_ctl = ((ID_inst[15:11]==5'b01100)&Z) ?1'b1:
                ((ID_inst[15:11]==5'b01101)&(~Z))? 1'b1:
                ((ID_inst[15:11]==5'b01110)&N)? 1'b1:
                ((ID_inst[15:11]==5'b01111)&(Z|P))? 1'b1:
                1'b0;
assign br_imm = {{8{inst[7]}}, ID_inst[7:0]};		 
CLA16 jmp_add_d(.A(nxt_pc),.B({{5{inst[10]}},inst[10:0]}),.Cin(1'b0),.Cout(),.S(jmp_d));
CLA16 jmp_add_i(.A(rs),.B({{8{inst[7]}},inst[7:0]}),.Cin(1'b0),.Cout(),.S(jmp_i));
assign jmp_out = (inst[11])? jmp_i:jmp_d;
assign br_out = (br_ctl)? br_pre:nxt_pc;
assign pc_wb = (jump)? jmp_out : br_out;
assign pc_nx = nxt_pc;
endmodule
```
==> qor.csv <==
stage,metric,value,unit
cts,cts.hold.buffers_added,0,
drt,routed_wl,7560,um
worst_hold_path,min-delay-path-class,reg2reg,
die,core_region_area,6350,sq um
timing,max_freq,245,MHz
drt,drtPass1Iterations,4,
timing,timing_worst_slew_pin_value,663,ps
worst_setup_path,cp_num_buf_inv,1,
cts,clockBufferDepth,2,
flow_run,log.warning_count,46,
synthesis,synth.avg_cell_area,8.55,sq um
synthesis,synth_flop_count,16,
cells_and_area,layout-drive-gt1-share,3.96,%
synthesis,ys_chip_area,3300,sq um
worst_setup_path,critical_path_class,in2reg,
synthesis,yosys.cell_types.count,50,
worst_setup_path,timing.critical_path.arrival,4210,ps
power_and_ir_drop,powerDensity,179,nW/um^2
cts,clkLatencyLatePin,250,ps
global_route,overflow,0,
worst_setup_path,worstRegToRegCells,20,
power_and_ir_drop,static-leakage-power,0.00174,uW
synthesis,synthesized_instance_count,386,
drt,antenna_fix_cells,0,
timing,slew_viol_final,0,
placement,detailed_place_hpwl,6420,um
synthesis,synth-cells-yosys,386,
synthesis,yosys_warnings,5,
global_route,track_usage,23.4,%
synthesis,edf_count,0,
cts,worst_setup_hold_path_clk_slew,70,ps
drt,detail_route.vias_per_cell,5.57,
cts,cts.repair.resized,0,
cts,post-cts-setup-buffer-count,0,
synthesis,post-synth-top-count-cell,sky130_fd_sc_hd__ha_1,
placement,gp_congestion,0.858,
timing,clock_skew,4.02,ps
worst_setup_path,crit_required,4930,ps
synthesis,largest_area_cell,sky130_fd_sc_hd__ha_1,
drt,post-route-drc-count,0,
timing,hold_viol,0,
synthesis,postSynth.asyncResetShare,0,%
power_and_ir_drop,p_total,709,uW
worst_setup_path,crit_path_top_delay_cell,sky130_fd_sc_hd__clkdlybuf4s50_1,
timing,finalSetupTns,0,ps
cts,clock_tree.htree_level_count,1,
cts,cts_tree,yes,
worst_hold_path,hold_path_depth,2,
worst_setup_path,worst-path-stages,16,
die,die-height,83.3,um
synthesis,postSynthSeqShare,9.70,%
die,num_rows,29,
global_route,first_global_vias,2588,
cts,root_buf_cell,sky130_fd_sc_hd__clkbuf_8,
drt,route.vias.total,2817,
synthesis,ys_top_cells_by_count,"sky130_fd_sc_hd__ha_1, sky130_fd_sc_hd__o21ai_0, sky130_fd_sc_hd__buf_4",
timing,finalWorstPathRequiredPeriod,4080,ps
die,die_w,83.3,um
timing,fin_crit_sh,85.0,%
worst_setup_path,cp-end-kind,flip-flop,
timing,slew_headroom,55.6,%
drt,drt-wirelength-per-cell,14.9,um
global_route,antenna_found_initial,0,
timing,grt_setup_unrepaired,false,
cts,cts_made_buffers,3,
die,fp-utilization,52.0,%
placement,port_buffers,77,
timing,setup-violations-final,0,
worst_setup_path,timing.critical_path.from_type,primary input,
worst_setup_path,timing.critical_path.slowest_cell_delay,500,ps
synthesis,mapped_area,3300,sq um
power_and_ir_drop,worst_ir_drop_vdd,0.103,mV
die,chip_area,6930,sq um
status,run_status,"finished, final reports clean",
synthesis,netlist.area_leader.share,25.0,%
cts,clock-sinks,16,
die,boundaryPins,86,
cells_and_area,area_growth_syn_to_fin,19.9,%
drt,drt-initial-drc-count,103,
synthesis,ys_dominant_reg_cell,sky130_fd_sc_hd__dfxtp_1,
flow_run,max-cap-violations,0,
worst_setup_path,crit_chain,clkdlybuf4s50_1 > ha_1 > ha_1 > o211ai_1 > nand2_1 > a21oi_1 > o21ai_0 > a31oi_1 > o21ai_0 > ha_1 > o21ai_0 > nand2b_1 > xnor2_1 > mux2i_1 > a22oi_1 > o311ai_2,
worst_setup_path,crit_family,AND-OR/OR-AND gates,
synthesis,area_leaders,"sky130_fd_sc_hd__ha_1, sky130_fd_sc_hd__dfxtp_1, sky130_fd_sc_hd__fa_1",
worst_setup_path,worst-path-max-fanout,4,
drt,ant_nets,0,
global_route,grt_pass1_wl,12900,um
global_route,largest_net_degree_at_the_start_of_global_routing,26,
## tightest hold or removal path, cell delays in order (launching register included)
cell                      delay, ps
sky130_fd_sc_hd__dfxtp_1        360
sky130_fd_sc_hd__o21ai_0         90
sky130_fd_sc_hd__a31oi_1         80
## per-stage QoR
step / setup slack (ps) / instance area, sq um / instances / util [%] / hold slack [ps]
floorplan: 1250 / 3300 / 386 / - / 518
global placement: 410 / 3900 / 502 / 61.4 / 558
detailed placement: 404 / 3900 / 502 / 61.4 / 562
CTS: 673 / 3960 / 506 / 62.3 / 576
global route: 323 / 3960 / 506 / 62.3 / 632
finish: 720 / 3960 / 506 / 62.3 / 571
## layout by cell type, fill, tap and decap left out, drive strengths merged, types with 2 or more instances in the layout
| cell type | synthesis | final |
|---|---|---|
| clkdlybuf4s50 | 0 | 77 |
| ha | 66 | 66 |
| o21ai | 36 | 36 |
| a21oi | 24 | 24 |
| xnor2 | 23 | 23 |
| nand2 | 18 | 18 |
| inv | 18 | 18 |
| dfxtp | 16 | 16 |
| xor2 | 13 | 13 |
| nor2 | 13 | 13 |
| nand2b | 12 | 12 |
| fa | 12 | 12 |
| nor3 | 10 | 10 |
| mux2i | 8 | 8 |
| a22oi | 8 | 8 |
| a21o | 7 | 7 |
| o211ai | 6 | 6 |
| o21a | 6 | 6 |
| a31oi | 5 | 5 |
| a211oi | 5 | 5 |
| o22ai | 4 | 4 |
| nand3 | 4 | 4 |
| clkbuf | 7 | 4 |
| nor4 | 4 | 4 |
| nand4 | 3 | 3 |
| nand3b | 3 | 3 |
| o311ai | 3 | 3 |
| and2 | 2 | 2 |
| nor4b | 2 | 2 |
| or2 | 2 | 2 |
| or4 | 2 | 2 |
| buf | 33 | 2 |
## worst paths after layout
check	slack, ps	endpoint	start
worst max-delay path	720	pc_dff.d14.state$_SDFFE_PP0P_	inst[1]
worst min-delay path	570	pc_dff.d0.state$_SDFFE_PP0P_	pc_dff.d0.state$_SDFFE_PP0P_
worst max register to register	880	pc_dff.d15.state$_SDFFE_PP0P_	pc_dff.d1.state$_SDFFE_PP0P_
worst min register to register	570	pc_dff.d0.state$_SDFFE_PP0P_	pc_dff.d0.state$_SDFFE_PP0P_
## flip-flops by register name, indices dropped and copies added (netlist names)
name,flops
pc_dff.d0.state,1
pc_dff.d1.state,1
pc_dff.d10.state,1
pc_dff.d11.state,1
pc_dff.d12.state,1
pc_dff.d13.state,1
pc_dff.d14.state,1
pc_dff.d15.state,1
pc_dff.d2.state,1
pc_dff.d3.state,1
pc_dff.d4.state,1
pc_dff.d5.state,1
pc_dff.d6.state,1
pc_dff.d7.state,1
pc_dff.d8.state,1
pc_dff.d9.state,1
## power breakdown
part	total (uW)	internal, uW	switching, uW
logic	423	224	200
clock network	121	72.8	48.4
registers	165	146	18.8
total	709	442	267
## final cells by class
| cell class | count | area, sq um |
|---|---|---|
| clock buffer | 4 | 55.1 |
| fill | 560 | 2390 |
| inverter | 18 | 70.1 |
| multi-input combinational | 312 | 2630 |
| sequential | 16 | 320 |
| tap | 77 | 96.3 |
| timing repair buffer | 79 | 786 |
## logic make-up after synthesis
logic type / Yosys count / synth area share (%)
simple gates: 79 / 13.6
compound gates: 110 / 21.3
flops: 16 / 9.70
buf+inv: 58 / 10.7
fa+ha+maj: 78 / 32.3
xor+xnor: 36 / 9.55
mux: 9 / 2.88
## routing by layer
metal,share of wire [%],wire length (um),GRT usage (%)
met5,0,0,0
met1,53,3990,39.1
met2,42,3210,35.0
met3,4.3,328,1.51
met4,0.38,29,1.88
Power figures rest on the tool's default switching activity, not on a simulated workload.
