==> ./config.mk <==
export PLATFORM = sky130hd
export DESIGN_NAME = fifo
export DESIGN_NICKNAME = fifo
export VERILOG_FILES = /design/flow/design.v
export SDC_FILE = /design/flow/constraint.sdc
export NUM_CORES = 4
export LEC_CHECK = 1
export CORE_UTILIZATION = 30
==> ./constraint.sdc <==
current_design fifo

set clk_period 5.9
set clk_io_pct 0.2

create_clock -name clk0 -period $clk_period [get_ports {clk}]

set non_clock_inputs [all_inputs -no_clocks]
set_input_delay [expr $clk_period * $clk_io_pct] -clock clk0 $non_clock_inputs
set_output_delay [expr $clk_period * $clk_io_pct] -clock clk0 [all_outputs]
==> ./design.v <==
module dff (q, d, clk, rst);
    output         q;
    input          d;
    input          clk;
    input          rst;
    reg            state;
    assign #(1) q = state;
    always @(posedge clk) begin
      state = rst? 0 : d;
    end
endmodule
module reg16(read,write,wr_en,rst,clk);
input [15:0]write;
input wr_en,rst,clk;
output [15:0] read;
wire [15:0]d_in;
assign d_in = (wr_en)? write:read;
dff d0 (.q(read[0]),.d(d_in[0]),.clk(clk),.rst(rst));
dff d1 (.q(read[1]),.d(d_in[1]),.clk(clk),.rst(rst));
dff d2 (.q(read[2]),.d(d_in[2]),.clk(clk),.rst(rst));
dff d3 (.q(read[3]),.d(d_in[3]),.clk(clk),.rst(rst));
dff d4 (.q(read[4]),.d(d_in[4]),.clk(clk),.rst(rst));
dff d5 (.q(read[5]),.d(d_in[5]),.clk(clk),.rst(rst));
dff d6 (.q(read[6]),.d(d_in[6]),.clk(clk),.rst(rst));
dff d7 (.q(read[7]),.d(d_in[7]),.clk(clk),.rst(rst));
dff d8 (.q(read[8]),.d(d_in[8]),.clk(clk),.rst(rst));
dff d9 (.q(read[9]),.d(d_in[9]),.clk(clk),.rst(rst));
dff d10 (.q(read[10]),.d(d_in[10]),.clk(clk),.rst(rst));
dff d11 (.q(read[11]),.d(d_in[11]),.clk(clk),.rst(rst));
dff d12 (.q(read[12]),.d(d_in[12]),.clk(clk),.rst(rst));
dff d13 (.q(read[13]),.d(d_in[13]),.clk(clk),.rst(rst));
dff d14 (.q(read[14]),.d(d_in[14]),.clk(clk),.rst(rst));
dff d15 (.q(read[15]),.d(d_in[15]),.clk(clk),.rst(rst));
endmodule
module counter4( clk, rst, en, out, err);
   input clk;
   input rst;
   input en;
   output [2:0] out;
   output err;
   reg err;
   reg [2:0] n_state;
   dff d0(.q(out[0]), .d(n_state[0]), .clk(clk), .rst(rst));
   dff d1(.q(out[1]), .d(n_state[1]), .clk(clk), .rst(rst));
   dff d2(.q(out[2]), .d(n_state[2]), .clk(clk), .rst(rst));
   always @*
   begin
     err = 1'b0;
     case(en)
     1'b1:begin 
       case (out)
	   3'h0: n_state = 3'h1;
	   3'h1: n_state = 3'h2;
	   3'h2: n_state = 3'h3;
	   3'h3: n_state = 3'h0;
	   default: begin
     	   n_state = 3'b0;
		   err = 1'b1;
	   end
	 endcase
       end
     1'b0:begin 
       n_state = out;
     end
     endcase
    end
endmodule
module fifo( 
   data_out, fifo_empty, fifo_full, err,
   data_in, data_in_valid, pop_fifo, clk, rst
   );
   input [63:0] data_in;
   input        data_in_valid;
   input        pop_fifo;
   input        clk;
   input        rst;
   output [63:0] data_out;
   output        fifo_empty;
   output        fifo_full;
   output        err;
   wire [63:0] r0_out,r1_out,r2_out,r3_out;
   reg wren0,wren1,wren2,wren3;
   wire [1:0] readPtr, wrPtr;
   reg [1:0] n_readPtr,n_wrPtr;
   reg readPtrEN, wrPtrEN;
   counter4 readcnt (.clk(clk), .rst(rst), .en(readPtrEN), .out(readPtr), .err());
   counter4 writecnt(.clk(clk), .rst(rst), .en(wrPtrEN), .out(wrPtr), .err());
   reg fifo_empty, fifo_full, err;
   reg64 reg0 (.out(r0_out),.in(data_in),.wr_en(wren0),.rst(rst),.clk(clk));
   reg64 reg1 (.out(r1_out),.in(data_in),.wr_en(wren1),.rst(rst),.clk(clk));
   reg64 reg2 (.out(r2_out),.in(data_in),.wr_en(wren2),.rst(rst),.clk(clk));
   reg64 reg3 (.out(r3_out),.in(data_in),.wr_en(wren3),.rst(rst),.clk(clk));
   wire[1:0] state;
   reg [1:0] nstate;
   dff state_ff0(.q(state[0]),.d(nstate[0]),.clk(clk),.rst(rst));
   dff state_ff1(.q(state[1]),.d(nstate[1]),.clk(clk),.rst(rst));
   always @* begin
     fifo_empty = 1'b0;
     fifo_full = 1'b0;
     err = 1'b0;
     wren0 = 0;
     wren1 = 0;
     wren2 = 0;
     wren3 = 0;
     readPtrEN = 0;
     wrPtrEN = 0;
     case (state)
       2'b00: 
       begin
         fifo_empty = 1'b1;
         case(data_in_valid)
         1'b1:begin
           nstate =2'b01;
           wrPtrEN=1'b1;
           case(wrPtr)
           2'b00:begin
             wren0 = 1'b1;
           end
           2'b01:begin
             wren1 = 1'b1;
           end
           2'b10:begin
             wren2 = 1'b1;
           end
           2'b11:begin
             wren3 = 1'b1;
           end
           default:err = 1'b1;
           endcase
         end
         1'b0:begin
           nstate = 2'b00;
         end
         endcase 
       end
       2'b01:begin
         case(pop_fifo)
         1'b1:begin
           readPtrEN=1;
           n_readPtr = (readPtr==2'h0)? 2'b01:
                       (readPtr==2'h1)? 2'b10:
                       (readPtr==2'h2)? 2'b11:
                       (readPtr==2'h3)? 2'b00:2'h00;
         end
         1'b0: begin
           readPtrEN = 0;
           n_readPtr = readPtr;
         end
         endcase
         case(data_in_valid)
         1'b1:begin
           wrPtrEN = 1'b1;
           case(wrPtr)
           2'b00:begin
             wren0 = 1'b1;
             n_wrPtr = 2'b01;
           end
           2'b01:begin
             wren1 = 1'b1;
             n_wrPtr = 2'b10;
           end
           2'b10:begin
             wren2 = 1'b1;
             n_wrPtr = 2'b11;
           end
           2'b11:begin
             wren3 = 1'b1;
             n_wrPtr = 2'b00;
           end
           default:err = 1'b1;
           endcase
         end
         1'b0: begin
           wrPtrEN =1'b0;
           n_wrPtr = wrPtr;
         end
         endcase
         nstate = (n_readPtr != n_wrPtr)? 2'b01 : (data_in_valid)?  2'b10:2'b00;
       end
       2'b10:
       begin
         fifo_full = 1'b1;
         case(pop_fifo)
         1'b1:begin
           readPtrEN = 1'b1;
           nstate =  2'b01;
         end
         1'b0:begin
           nstate = 2'b10;
         end
         endcase
       end
       default:
       begin
         err = 1'b1;
         nstate = 2'b00;
       end
     endcase
   end
   assign data_out = (readPtr==2'b00)?r0_out:(readPtr==2'b01)?r1_out
                       :(readPtr==2'b10)?r2_out:(readPtr==2'b11)?r3_out:64'h0000000000000000;  
endmodule
module reg64(in,wr_en,rst,clk,out);
input [63:0] in;
input wr_en, rst, clk;
output [63:0] out;
reg16 r0(.read(out[15:0]),.write(in[15:0]),.wr_en(wr_en),.rst(rst),.clk(clk));
reg16 r1(.read(out[31:16]),.write(in[31:16]),.wr_en(wr_en),.rst(rst),.clk(clk));
reg16 r2(.read(out[47:32]),.write(in[47:32]),.wr_en(wr_en),.rst(rst),.clk(clk));
reg16 r3(.read(out[63:48]),.write(in[63:48]),.wr_en(wr_en),.rst(rst),.clk(clk));
endmodule
==> ./run.sh <==
#!/bin/bash
# OpenROAD 26Q1-2900-gdf79404cd8, Yosys 0.63+post, stock flow scripts
make -C /OpenROAD-flow-scripts/flow DESIGN_CONFIG=/design/flow/config.mk WORK_HOME=/design/flow/orfs finish
==> flow_summary_export.csv <==
group,metric,value,unit
synth,ff_type,"dfxtp_1",
routing,first_pass_iters,5,
hold_path,hold_depth,2,
routing,vias,10620,
run,maxCapViolations,0,
placed_design,portBuffers,134,
timing,final-max-slew-violation-count,0,
routing,vias_per_cell,4.835,
cts,clkTransAtPathRegs,0.06,ns
timing,setup_viol,0,
critical_path,crit_buf_inv,3,
cts,clk-insertion-delay-late,0.57,ns
cts,numClockSinks,262,
cts,cts_max_level,1,
power_and_ir_drop,p_per_area,330.9,nW/um^2
hold_path,min_from,"reg1.r2.d4.state$_SDFFE_PP0P_",
critical_path,start_kind,"register",
critical_path,cp_cell_sequence,"inv_1 -> ha_4 -> buf_4 -> nand2_1 -> a21oi_1 -> a21oi_1 -> o21ai_0 -> clkdlybuf4s50_1",
grt,antenna_found_initial,1,
synth,yosys_warnings,5,
finish,lay_top_count,"nand2_1",
timing,rsz0062_at_grt,"false",
finish,syn_to_final_growth,20.84,%
synth,async_flop_share,0,
critical_path,critPathCaptureType,"output port",
run,tool_warnings,38,
synth,edf_count,0,
critical_path,crit_type,"reg2out",
timing,min_period,4.793,ns
synth,ys_cells,1603,
timing,clock_skew,0.02338,ns
critical_path,critPathMostFrequentCell,"a21oi_1",
placed_design,dpl_cell_area,13160,sq um
routing,diodes,0,
cts,cts_root_buf,"clkbuf_16",
timing,period_used_share,0.8123,
floorplanning,rows,72,
routing,routed_wl,32910,microns
routing,drt_iter0_drc,544,
floorplanning,chipHeight,200.0,microns
timing,slew-limit-headroom,0.4576,
critical_path,reg2regPathDepth,7,
grt,grt_overflow,0,
critical_path,crit_fanout,69,
synth,syn_avg_cell_area,7.340,sq um
cts,cts_tree,"yes",
floorplanning,io_pins,135,
hold_path,hold_end,"reg1.r2.d4.state$_SDFFE_PP0P_",
floorplanning,core,38650,sq um
finish,post-route-util,0.3679,
finish,drive_gt1_frac,0.07509,
grt,grt_pass1_vias,9885,
power_and_ir_drop,p_total,0.004704,W
cts,cts-resized-gates,0,
synth,postSynthSeqShare,0.4458,
critical_path,cp_data_arrival_time,3.61,ns
synth,yosys.cell_types.count,28,
synth,syn_inst,1603,
timing,finalHoldViolCount,0,
power_and_ir_drop,p_leak,4.463,nW
floorplanning,die_w,200.0,microns
synth,syn_area,11770,sq um
critical_path,slowest_delay,0.65,ns
routing,drc_errors,0,
critical_path,cpMaxStageDelayCell,"ha_4",
critical_path,reg2reg_slack,3.14,ns
outcome,status,"completed",
cts,post_cts_buffers,0,
grt,grt_use_total,0.1696,
routing,ant_nets,0,
finish,design_area,14220,sq um
synth,yosys-stat-area,11770,sq um
cts,cts_inserted_buffers,31,
hold_path,hold_class,"reg2reg",
timing,tightest_slew,0.8107,ns
routing,wl_per_cell,14.98,microns
timing,max_freq,208.6,MHz
critical_path,rr_startpoint,"state_ff0.state$_SDFF_PP0_",
grt,grt_pass1_wl,52720,microns
cts,clockBufferDepth,3,
critical_path,worstPathRequired,4.72,ns
floorplanning,fp_util,0.3045,
floorplanning,die-area,40020,sq um
placed_design,place.gp.congestion,0.7778,
critical_path,rr_endpoint,"reg2.r1.d9.state$_SDFFE_PP0P_",
grt,grt_max_degree,136,
placed_design,place.detailed.hpwl,18750,microns
power_and_ir_drop,ir_drop,0.2058,mV
critical_path,critPathTopFamily,"buffers and inverters",
finish,lay_top_cells,"nand2_1, a21oi_1, dfxtp_1",
timing,fin_tns_setup,0,ns
cts,cts_hold_buf,0,
synth,synth-seq-cells,262,
## through the flow
step                      worst slack [ns]  cells  hold WS [ns]
after floorplan                      3.370   1603        0.4364
final                                1.107   2196        0.4527
after detailed placement             1.752   2139        0.4465
after CTS                            1.134   2196        0.4543
after global placement               1.739   2139        0.4411
after global routing                0.7648   2196        0.4695
## cell families after synthesis
| logic type | share of synthesized area |
|---|---|
| compound gates | 0.2118 |
| xor+xnor | 0.001489 |
| fa+ha+maj | 0.01489 |
| buf+inv | 0.06806 |
| flops | 0.4458 |
| mux | 0.002552 |
| simple gates | 0.2554 |
## cell type report
type                       count  area (sq um)
sequential                   262          5245
tap                          518         648.1
clock buffer                  47         925.9
multi-input combinational   1204          5761
timing repair buffer         149          1483
fill                        3841         24430
inverter                       6         22.52
clock inverter                10         133.9
## worst max path at each step
stage,start,end,slack (ns),cells past startpoint
4_1_cts,readcnt.d0.state$_SDFFE_PP0P_,data_out[33],1.13,8
5_1_grt,readcnt.d0.state$_SDFFE_PP0P_,data_out[33],0.76,8
6_report,readcnt.d0.state$_SDFFE_PP0P_,data_out[33],1.11,8
## synthesized netlist by cell type, types with 4 or more instances
cell type | number | area [sq um]
clkbuf_1 | 73 | 274.0
nand2_2 | 4 | 25.02
o21ai_0 | 68 | 340.3
buf_2 | 22 | 110.1
inv_1 | 6 | 22.52
nand2_1 | 643 | 2414
nor2_1 | 6 | 22.52
buf_1 | 14 | 52.55
ha_1 | 14 | 175.2
dfxtp_1 | 262 | 5245
buf_8 | 18 | 270.3
a21oi_1 | 338 | 1692
a21oi_2 | 48 | 420.4
nand3b_1 | 65 | 488.0
## per-layer routing
layer	global-route usage	wire (microns)	up-vias
li1	-	-	5371
met3	0.02399	1506	51
met2	0.2684	15070	225
met4	0.03478	786	0
met1	0.2515	15540	4971
met5	0	0	-
## worst min-delay path, delay by kind of cell, from the launching register on
kind             cells  cell delay, ns
flip-flops           1            0.31
AND/OR/NAND/NOR      1            0.05
AND-OR/OR-AND        1            0.05
## report_power, final
part           leakage, nW  total, W  switching [W]  internal [W]
Combinational         1.82  0.000804       0.000499      0.000306
Clock                0.518   0.00195       0.000748       0.00120
Sequential            2.12   0.00195      0.0000574       0.00189
Power figures rest on the tool's default switching activity, not on a simulated workload.
