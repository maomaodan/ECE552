### config.mk
export PLATFORM = sky130hd
export DESIGN_NAME = rf_bypass
export DESIGN_NICKNAME = rf_bypass
export VERILOG_FILES = /design/flow/design.v
export SDC_FILE = /design/flow/constraint.sdc
export NUM_CORES = 4
export LEC_CHECK = 1
export CORE_UTILIZATION = 50
### constraint.sdc
current_design rf_bypass

set clk_period 7.7
set clk_io_pct 0.2

create_clock -name clk0 -period $clk_period [get_ports {clk}]

set non_clock_inputs [all_inputs -no_clocks]
set_input_delay [expr $clk_period * $clk_io_pct] -clock clk0 $non_clock_inputs
set_output_delay [expr $clk_period * $clk_io_pct] -clock clk0 [all_outputs]
### design.v
module dff (q, d, clk, rst);
    output         q;
    input          d;
    input          clk;
    input          rst;
    reg            state;
    assign #(1) q = state;
    always @(posedge clk) begin
      state = rst? 0 : d;
    end
endmodule
module reg16(read,write,wr_en,rst,clk);
input [15:0]write;
input wr_en,rst,clk;
output [15:0] read;
wire [15:0]d_in;
assign d_in = (wr_en)? write:read;
dff d0 (.q(read[0]),.d(d_in[0]),.clk(clk),.rst(rst));
dff d1 (.q(read[1]),.d(d_in[1]),.clk(clk),.rst(rst));
dff d2 (.q(read[2]),.d(d_in[2]),.clk(clk),.rst(rst));
dff d3 (.q(read[3]),.d(d_in[3]),.clk(clk),.rst(rst));
dff d4 (.q(read[4]),.d(d_in[4]),.clk(clk),.rst(rst));
dff d5 (.q(read[5]),.d(d_in[5]),.clk(clk),.rst(rst));
dff d6 (.q(read[6]),.d(d_in[6]),.clk(clk),.rst(rst));
dff d7 (.q(read[7]),.d(d_in[7]),.clk(clk),.rst(rst));
dff d8 (.q(read[8]),.d(d_in[8]),.clk(clk),.rst(rst));
dff d9 (.q(read[9]),.d(d_in[9]),.clk(clk),.rst(rst));
dff d10 (.q(read[10]),.d(d_in[10]),.clk(clk),.rst(rst));
dff d11 (.q(read[11]),.d(d_in[11]),.clk(clk),.rst(rst));
dff d12 (.q(read[12]),.d(d_in[12]),.clk(clk),.rst(rst));
dff d13 (.q(read[13]),.d(d_in[13]),.clk(clk),.rst(rst));
dff d14 (.q(read[14]),.d(d_in[14]),.clk(clk),.rst(rst));
dff d15 (.q(read[15]),.d(d_in[15]),.clk(clk),.rst(rst));
endmodule
module rf (
           read1data, read2data, err,
           clk, rst, read1regsel, read2regsel, writeregsel, writedata, write
           );
   input clk, rst;
   input [2:0] read1regsel;
   input [2:0] read2regsel;
   input [2:0] writeregsel;
   input [15:0] writedata;
   input        write;
   output [15:0] read1data;
   output [15:0] read2data;
   output        err;
   reg [7:0] writedecode;
   wire [15:0] readoutR0;
   wire [15:0] readoutR1;
   wire [15:0] readoutR2;
   wire [15:0] readoutR3;
   wire [15:0] readoutR4;
   wire [15:0] readoutR5;
   wire [15:0] readoutR6;
   wire [15:0] readoutR7;
   always @*
   begin
     case (writeregsel)
	   4'h0: writedecode = write?8'h01:8'h00;
	   4'h1: writedecode = write?8'h02:8'h00;
	   4'h2: writedecode = write?8'h04:8'h00;
	   4'h3: writedecode = write?8'h08:8'h00;
	   4'h4: writedecode = write?8'h10:8'h00;
	   4'h5: writedecode = write?8'h20:8'h00;
	   4'h6: writedecode = write?8'h40:8'h00;
	   4'h7: writedecode = write?8'h80:8'h00;
	   default: writedecode = 8'h00;
	 endcase
   end
   reg16 r0(.read(readoutR0),.write(writedata),.wr_en(writedecode[0]),.rst(rst),.clk(clk));
   reg16 r1(.read(readoutR1),.write(writedata),.wr_en(writedecode[1]),.rst(rst),.clk(clk));
   reg16 r2(.read(readoutR2),.write(writedata),.wr_en(writedecode[2]),.rst(rst),.clk(clk));
   reg16 r3(.read(readoutR3),.write(writedata),.wr_en(writedecode[3]),.rst(rst),.clk(clk));
   reg16 r4(.read(readoutR4),.write(writedata),.wr_en(writedecode[4]),.rst(rst),.clk(clk));
   reg16 r5(.read(readoutR5),.write(writedata),.wr_en(writedecode[5]),.rst(rst),.clk(clk));
   reg16 r6(.read(readoutR6),.write(writedata),.wr_en(writedecode[6]),.rst(rst),.clk(clk));
   reg16 r7(.read(readoutR7),.write(writedata),.wr_en(writedecode[7]),.rst(rst),.clk(clk));
   assign read1data = (read1regsel==0)? readoutR0:
                      (read1regsel==1)? readoutR1:
					  (read1regsel==2)? readoutR2:
					  (read1regsel==3)? readoutR3:
					  (read1regsel==4)? readoutR4:
					  (read1regsel==5)? readoutR5:
					  (read1regsel==6)? readoutR6:
					  (read1regsel==7)? readoutR7:16'h0000;
	assign read2data = (read2regsel==0)? readoutR0:
                      (read2regsel==1)? readoutR1:
					  (read2regsel==2)? readoutR2:
					  (read2regsel==3)? readoutR3:
					  (read2regsel==4)? readoutR4:
					  (read2regsel==5)? readoutR5:
					  (read2regsel==6)? readoutR6:
					  (read2regsel==7)? readoutR7:16'h0000;
endmodule
module rf_bypass (
           read1data, read2data, err,
           clk, rst, read1regsel, read2regsel, writeregsel, writedata, write
           );
   input clk, rst;
   input [2:0] read1regsel;
   input [2:0] read2regsel;
   input [2:0] writeregsel;
   input [15:0] writedata;
   input        write;
   output [15:0] read1data;
   output [15:0] read2data;
   output        err;
wire [15:0] read1tmp, read2tmp;
rf RFile (      
           .read1data(read1tmp), .read2data(read2tmp), .err(err),
           .clk(clk), .rst(rst), .read1regsel(read1regsel), .read2regsel(read2regsel),
            .writeregsel(writeregsel), .writedata(writedata), .write(write)
           );
           assign read1data = (read1regsel==writeregsel&&write)? writedata:
                               read1tmp;
           assign read2data = (read2regsel==writeregsel&&write)? writedata:
                               read2tmp;
endmodule
### run.sh
#!/bin/bash
# OpenROAD 26Q1-2900-gdf79404cd8, Yosys 0.63+post, stock flow scripts
make -C /OpenROAD-flow-scripts/flow DESIGN_CONFIG=/design/flow/config.mk WORK_HOME=/design/flow/orfs finish
==> qor.txt <==
area grow syn2layout: 14.22%
FF-to-FF path depth: 2
CTS tree: yes
Max-area cell share: 32.99%
relative slew slack: 36.39%
Die X: 126.6 um
Iter 0 DRT Violations: 968
critical path's top delay family: buffers and inverters
most frequent CP cell: clkdlybuf4s50_1
Setup violations, final: 0
Worst Setup Start Kind: primary input
count leader, synth: nand2_1
FF/Latch Area: 2562 um2
Setup Skew: 0 ns
cell taking the most area after synthesis: dfxtp_1
sequential area share after synthesis: 32.99%
Vert. Die Dim: 126.6 um
RSZ-0062 raised after global routing: false
count of cell types in the netlist: 46
Pre-Place Util: 51.09%
Avg Synthesized Cell Area: 7.280 um2
Syn Std Cell Area: 7767 um2
share of cells above drive strength 1: 8.056%
WL final: 28840 um
number of max-cap violations: 0
port bufs: 59
CP Data Required Time: 6.16 ns
Bufs on Longest Clock Path: 2
hold buffers post-CTS: 0
Yosys Chip Area: 7767 um2
PnR worst setup slack: 1.456 ns
Post-synth regs: 128
critical-path cell list: clkdlybuf4s50_1, xnor2_1, nand4_2, buf_4, mux2i_1, a31oi_1, clkdlybuf4s50_1
Pwr Density: 203.9 nW/um2
status: finished clean
Sink Count: 128
cell depth of the worst min-delay path: 2
Detail Route Antenna Nets: 0
Post-Syn Instances: 1067
post-CTS sizing: 0
pre-CTS worst setup slack: 1.493 ns
Leakage: 2.958 nW
post-CTS setup buffers: 0
slowest stage delay, CP: 0.97 ns
clock-pin transition on the worst setup and hold timing paths: 0.06 ns
vias in the first global route: 7230
tool warnings: 25
HPWL after DPL: 18130 um
share of flip-flops with an asynchronous set or reset: 0%
clk root buf: clkbuf_16
clock latency (worst-skew pair): 0.41 ns
ys flop type: dfxtp_1
Crit Path Max Fanout: 21
Slew @ Worst Pin: 0.9519 ns
Buf/Inv on CP: 3
Routability Congestion: 0.9251
largest net degree at the start of global routing: 62
crit path max-delay cell type: clkdlybuf4s50_1
worst hold path class: reg2reg
Cell area leaders: dfxtp_1, nand2_1, a21oi_1
Tot GR Track Use: 37.63%
drt pass-1 iters: 5
Chip Area: 16040 um2
fin crit period: 6.244 ns
initial antenna violation count: 0
Final Max-Slew Violation Tally: 0
met2 Use GR: 52.65%
Post-synth EDFFs: 0
Peak VDD IR: 0.1663 mV
vias per cell: 6.238
critical path endpoint category: primary output
first-pass GRT wire length: 44320 um
Crit Path Class: in2out
Synth Warn #: 3
cell count in the Yosys report: 1067
Overflow after GRT: 0
period utilization: 81.09%
met1 Track Usage GR: 57.66%
area of the multi-input gates: 4593 um2
total CTS buffers: 17
Crit path depth: 7
GR peak layer: met1
Boundary Pins: 61
Fillers: 1376
DRC: 0
Site Rows: 45
top cells by count: nand2_1, a21oi_1, dfxtp_1
# diodes: 0
M3 GR Usage: 13.45%
core area: 15200 um2
final hold vios: 0
Setup TNS: 0 ns
htree depth: 4
FMAX: 160.2 MHz
Data arrival, critical path: 4.70 ns
total number of vias: 7910
WL/cell: 22.74 um
final cells by class:
cell class              count  share of cell area (%)
clock buffers              21                   5.302
flip-flops and latches    128                   28.88
repair buffers             89                   8.885
clock inverters            10                   1.791
multi-input cells         815                   51.77
well taps                 188                   2.651
inverters                  17                  0.7192
through the flow:
step	hold WS, ns	power (W)	instance area (um2)	utilization, %	instances
5_1_grt	0.4757	0.001862	8872	58.36	1268
2_1_floorplan	0.4439	0.0008477	7767	-	1067
3_5_place_dp	0.4585	0.0009439	8243	54.22	1237
3_3_place_gp	0.4545	0.0009449	8243	54.22	1237
6_report	0.4655	0.001809	8872	58.36	1268
4_1_cts	0.4661	0.001807	8872	58.36	1268
final timing paths:
kind / startpoint / end / slack [ns]
setup / recovery: read2regsel[2] / read2data[6] / 1.46
hold / removal: RFile.r1.d9.state$_SDFFE_PP0P_ / RFile.r1.d9.state$_SDFFE_PP0P_ / 0.47
setup reg to reg: RFile.r5.d1.state$_SDFFE_PP0P_ / RFile.r5.d1.state$_SDFFE_PP0P_ / 6.93
hold reg to reg: RFile.r1.d9.state$_SDFFE_PP0P_ / RFile.r1.d9.state$_SDFFE_PP0P_ / 0.47
power by group:
group / switching, W / internal (W) / leakage (nW) / total [W]
clock network: 0.000306 / 0.000565 / 0.305 / 0.000871
registers: 0.0000142 / 0.000677 / 1.04 / 0.000691
logic: 0.000151 / 0.0000961 / 1.62 / 0.000247
total: 0.000471 / 0.00134 / 2.96 / 0.00181
worst register-to-register path, stage by stage, from the launching register on:
cell     delay, ns
dfxtp_1       0.48
nand2_1       0.08
a21oi_1       0.14
layout by cell type (no fill, tap or decap), drive strengths merged, types with 3 or more instances in the layout:
cell type and count:
o21ai 30, a211oi 16, nand2b 52, o2bb2ai 15, a31oi 16, buf 36
a32o 15, a22oi 15, nand2 311, dfxtp 128, mux2i 50, clkdlybuf4s50 53
a22o 15, o31ai 16, a221oi 16, xnor2 6, nor2b 36, clkbuf 21
clkinv 4, nand3 5, a21oi 131, bufinv 4, inv 17, nor3 3
o22ai 31, nor2 25
kinds of logic after synthesis:
| kind of cell | Yosys count | synth area share [%] |
|---|---|---|
| AND-OR/OR-AND | 318 | 26.74 |
| buffers and inverters | 124 | 7.877 |
| other | 1 | 0.04828 |
| AND/OR/NAND/NOR | 440 | 25.23 |
| XOR/XNOR | 6 | 0.6765 |
| multiplexers | 50 | 6.443 |
| flip-flops | 128 | 32.99 |
layer usage:
metal  vias up  wire length, um
met4         0              418
met2       494            11990
met3        38             3480
met1      3687            12950
met5         -                0
li1       3691                -
No activity file was given, so power comes from the tool's default toggle rates.
